==> design/flow/design.v <==
module decoder_7seg (
  input [3:0] decoder_in,   
  output reg [6:0] decoder_out  
);
  always @(*) 
  begin
    case (decoder_in) 
      4'b0000: decoder_out = 7'b0000001; 
	4'b0001: decoder_out = 7'b1001111;  
	4'b0010: decoder_out = 7'b0010010;  
	4'b0011: decoder_out = 7'b0000110; 
	4'b0100: decoder_out = 7'b1001100;  
	4'b0101: decoder_out = 7'b0100100;  
	4'b0110: decoder_out = 7'b0100000;  
	4'b0111: decoder_out = 7'b0001111;   
	4'b1000: decoder_out = 7'b0000000;  
	4'b1001: decoder_out = 7'b0000100;    
	default: decoder_out = 7'b1111111;  
    endcase
  end
endmodule
module clkdiv(
    input  clk,
    input  rst,
    output reg clk_div
);
    localparam CONSTANT = 50000000; 
    reg [31:0] count;
    always @(posedge clk or posedge rst) begin
        if (rst)
            count <= 32'b0;
        else if (count == CONSTANT - 1)
            count <= 32'b0;
        else 
            count <= count + 1;
    end
    always @(posedge clk or posedge rst) begin
        if (rst)
            clk_div <= 1'b0;
        else if (count == CONSTANT - 1)
            clk_div <= ~clk_div; 
    end
endmodule
module counter_div (
    input  clk,
    input  rst,
    input  up_down,
    input  load,
    input  enable,
    input  [3:0] data_in,
    output [6:0] decoder
);
    wire clkdiv;
    wire [3:0] count;
    clkdiv clk_div_inst (  
        .clk(clk),
        .rst(rst),
        .clk_div(clkdiv)
    );
    counter_updown counter_inst (
        .clk(clkdiv),
        .rst(rst),
        .enable(enable),        
        .up_down(up_down),
        .load(load),
        .data_in(data_in),      
        .count(count)
    );
    decoder_7seg display_inst (
        .decoder_in(count),
        .decoder_out(decoder)
    );
endmodule
module counter_updown (
    input clk, 
    input rst, 
    input enable,    
    input up_down, 
    input load,
    input [3:0] data_in, 
    output reg [3:0] count
);
    always @(posedge clk or posedge rst) begin 
        if (rst)
            count <= 4'b0000;  
        else if (enable) begin   
            if (load)
                count <= data_in;  
            else if (up_down)
                count <= count + 1; 
            else
                count <= count - 1; 
        end
    end
endmodule
==> design/flow/run.sh <==
#!/bin/bash
# OpenROAD 26Q1-2900-gdf79404cd8, Yosys 0.63+post, stock flow scripts
make -C /OpenROAD-flow-scripts/flow DESIGN_CONFIG=/design/flow/config.mk WORK_HOME=/design/flow/orfs finish
==> design/flow/config.mk <==
export PLATFORM = sky130hd
export DESIGN_NAME = counter_div
export DESIGN_NICKNAME = counter_div
export VERILOG_FILES = /design/flow/design.v
export SDC_FILE = /design/flow/constraint.sdc
export NUM_CORES = 4
export LEC_CHECK = 1
export CORE_UTILIZATION = 40
==> design/flow/constraint.sdc <==
current_design counter_div

set clk_period 4.6
set clk_io_pct 0.2

create_clock -name clk0 -period $clk_period [get_ports {clk}]

set non_clock_inputs [all_inputs -no_clocks]
set_input_delay [expr $clk_period * $clk_io_pct] -clock clk0 $non_clock_inputs
set_output_delay [expr $clk_period * $clk_io_pct] -clock clk0 [all_outputs]
==> impl_report.txt <==
==== FLOW RESULTS ====
----------------------------------------------------
[Run]
  Total number of warnings across the stage logs ........................ 29
  Number of violations of the max-capacitance limit ........................ 0

[Floorplanning]
  Die Outline Area ........................ about 5500 um2
  Die span in y ........................ ~74 um
  Row cnt ........................ 25
  Pre-placement core utilization ........................ 42.9%
  Area of the core region ........................ 4850 um2
  Die width ........................ around 74 um
  I/O pin total ........................ 16

[Setup path]
  Slowest cell delay on critical path ........................ about 0.72 ns
  Setup CP Type ........................ reg -> reg
  Worst Reg2Reg Path Length in Cells ........................ 6
  Worst path slowest cell ........................ sky130_fd_sc_hd__nor3_2
  Worst EP required ........................ around 4.8 ns
  CP startpoint ........................ clk_div_inst.count[0]
  Endpoint of the worst-slack reg-to-reg timing path ........................ clk_div_inst.count[5]
  CP max FO ........................ 13
  Setup slack of the most critical reg-to-reg path ........................ between 2 and 2.5 ns
  Top Family by Delay on Critical Path ........................ simple AND/OR/NAND/NOR gates
  Category of the worst setup path launch point ........................ register
  Critical path, cell by cell ........................ ha_1, nand3_2, or2_4, nor3_2, o21ai_0, a21o_1
  Worst endpoint data arrival time ........................ approximately 2.4 ns
  R2R Path Start ........................ clk_div_inst.count[0]
  Count of buffering cells on the critical path with inverters included ........................ 0
  Setup crit end kind ........................ register

[Final timing]
  Final worst clock skew ........................ approximately 0.0042 ns
  Total negative setup slack ........................ 0 ns
  Post-route fraction of the period consumed by the critical path ........................ between 40% and 50%
  Worst Tran Pin Value ........................ between 0.8 and 0.9 ns
  Register pins left without a clock ........................ 4
  Setup-failing EPs final ........................ 0
  Relative slew slack ........................ 42.5%
  Max frequency ........................ between 400 and 500 MHz
  Final hold vios ........................ 0
  Slew Limit Fails ........................ 0
  Post-route minimum period ........................ 2.24 ns
  Endpoints left unconstrained ........................ 11
  RSZ-0062 raised after global routing ........................ no

[Detailed routing]
  Remaining routing DRC violations ........................ 0
  Post-route antenna net violation count ........................ 0
  DR WL/cell ........................ 12.4 um
  Post-DR vias/cell ........................ 5.10
  Via count ........................ 1561
  Wire length after detailed routing ........................ around 3.8 mm
  Antenna fix cells ........................ 0
  Number of optimization iterations in the first detailed-route pass ........................ 4
  Number of DRC violations after detailed-routing iteration 0 ........................ about 70

[Yosys]
  Sequential cell area fraction in the yosys report ........................ between 40% and 50%
  Cell area after technology mapping ........................ slightly above 2000 um2
  Total number of yosys warnings ........................ 3
  Post-synthesis instance total ........................ around 220
  Yosys stat cell total ........................ between 200 and 250
  Avg Synthesized Cell Area ........................ between 9 and 10 um2
  Number of distinct standard cells referenced by the synthesized netlist ........................ 36
  Yosys Chip Area ........................ just over 2000 um2
  Post-synthesis sequential element count ........................ 37

[CTS]
  Depth of the CTS H-tree ........................ 2
  # hold bufs at CTS ........................ 0
  CTS tree ........................ yes
  Late-Pin Clk Latency ........................ approximately 0.28 ns
  Library cell used as clock root buffer ........................ sky130_fd_sc_hd__clkbuf_8
  Worst-case clock buffer depth ........................ 2
  Num CTS Buffers ........................ 5
  Post-CTS repair timing setup buffer count ........................ 0
  Number of gates given a new drive strength after cts ........................ 0
  Clock-pin slew reported for the worst setup and hold paths after clock tree synthesis ........................ about 0.060 ns

[Placement]
  Buffers added on ports ........................ 15
  Area post-placement ........................ between 2000 and 2500 um2
  Half-perimeter wire length of the detailed placement result ........................ 2.84 mm
  Global placement routability congestion ........................ just over 0.8

[Global route]
  Grt total ovfl ........................ 0
  Vias in the first global route ........................ about 1500
  Largest net degree at the start of global routing ........................ 38
  Global Route Usage Sum ........................ between 15 and 20%
  Global-route wire length before repair ........................ about 6.7 mm
  Number of antenna violations at the first check in global routing ........................ 0

[Power]
  Net switching power ........................ 0.106 mW
  PwrDens ........................ between 200 and 250 nW/um2
  Static leakage power ........................ roughly 1.1 nW
  Internal power consumption ........................ slightly above 0.4 mW
  Register share of total power ........................ a little under three fifths
  Fraction of power spent switching nets ........................ 20.6%
  Clock network fraction of design power ........................ around two fifths
  Gate power share ........................ 4.6%
  Maximum VDD drop ........................ 0.139 mV
  Total design power ........................ between 0.5 and 0.6 mW

[Min path]
  Count of cells along the worst hold path ........................ 1
  Origin of the worst min-delay path ........................ clk_div_inst.count[0]
  Endpoint, Worst Hold ........................ clk_div_inst.count[0]
  Worst min path class ........................ reg -> reg

[Status]
  Run status ........................ completed

[Layout]
  Fraction of layout instances using a drive strength above 1 ........................ under 10%
  Syn-to-layout area delta ........................ 14.8%
  Non-Filler Cell Area, Final ........................ between 2000 and 2500 um2

----------------------------------------------------
[per-stage QoR]
stage | setup WS [ns] | instances | hold slack [ns] | util (%)
detailed placement | 2.35 | 298 | 0.475 | 47.6
floorplan | 2.85 | 218 | 0.447 | -
global route | 2.22 | 306 | 0.511 | 49.2
global placement | 2.40 | 298 | 0.472 | 47.6
CTS | 2.34 | 306 | 0.483 | 49.2
finish | 2.36 | 306 | 0.486 | 49.2
[placed cells by master, fill, tap and decap left out, types with 2 or more instances in the layout]
master	n
sky130_fd_sc_hd__clkbuf_1	3
sky130_fd_sc_hd__a31oi_1	6
sky130_fd_sc_hd__nand2_1	14
sky130_fd_sc_hd__nand4_1	10
sky130_fd_sc_hd__clkbuf_8	5
sky130_fd_sc_hd__nand3_2	2
sky130_fd_sc_hd__a21oi_1	11
sky130_fd_sc_hd__xor2_1	16
sky130_fd_sc_hd__xnor2_1	12
sky130_fd_sc_hd__o21ai_0	9
sky130_fd_sc_hd__or2_4	2
sky130_fd_sc_hd__inv_1	9
sky130_fd_sc_hd__a21o_1	2
sky130_fd_sc_hd__nor3_1	4
sky130_fd_sc_hd__nand3_1	14
sky130_fd_sc_hd__nor2_1	30
sky130_fd_sc_hd__dfrtp_1	37
sky130_fd_sc_hd__and3_1	4
sky130_fd_sc_hd__ha_1	8
sky130_fd_sc_hd__nor3_2	5
sky130_fd_sc_hd__nor4_1	3
sky130_fd_sc_hd__clkdlybuf4s50_1	15
sky130_fd_sc_hd__nor4b_1	2
sky130_fd_sc_hd__or2_2	2
sky130_fd_sc_hd__mux2i_1	2
[area by class of cell]
type / count / area [um2]
clock buffer: 8 / 80.1
fill: 460 / 2460
inverter: 10 / 37.5
multi-input combinational: 168 / 1100
sequential: 37 / 926
tap: 67 / 83.8
timing repair buffer: 16 / 158
[cells in the mapped netlist]
cell | instances | share of area, %
sky130_fd_sc_hd__a21o_1 | 2 | 0.72
sky130_fd_sc_hd__a21oi_1 | 11 | 2.6
sky130_fd_sc_hd__a2bb2oi_1 | 1 | 0.42
sky130_fd_sc_hd__a31oi_1 | 6 | 1.8
sky130_fd_sc_hd__and3_1 | 4 | 1.2
sky130_fd_sc_hd__and4_1 | 1 | 0.42
sky130_fd_sc_hd__and4_4 | 1 | 0.54
sky130_fd_sc_hd__buf_2 | 1 | 0.24
sky130_fd_sc_hd__clkbuf_1 | 1 | 0.18
sky130_fd_sc_hd__clkbuf_2 | 1 | 0.24
sky130_fd_sc_hd__clkinv_1 | 1 | 0.18
sky130_fd_sc_hd__dfrtp_1 | 37 | 45
sky130_fd_sc_hd__fa_1 | 1 | 0.96
sky130_fd_sc_hd__ha_1 | 8 | 4.8
sky130_fd_sc_hd__inv_1 | 9 | 1.6
sky130_fd_sc_hd__mux2i_1 | 2 | 0.96
sky130_fd_sc_hd__nand2_1 | 14 | 2.5
sky130_fd_sc_hd__nand2_2 | 1 | 0.30
sky130_fd_sc_hd__nand3_1 | 14 | 3.4
sky130_fd_sc_hd__nand3_2 | 2 | 0.96
sky130_fd_sc_hd__nand3b_1 | 1 | 0.36
sky130_fd_sc_hd__nand4_1 | 10 | 3.0
sky130_fd_sc_hd__nor2_1 | 30 | 5.4
sky130_fd_sc_hd__nor2b_1 | 1 | 0.30
sky130_fd_sc_hd__nor3_1 | 4 | 0.96
sky130_fd_sc_hd__nor3_2 | 5 | 2.4
sky130_fd_sc_hd__nor3b_1 | 1 | 0.36
sky130_fd_sc_hd__nor4_1 | 3 | 0.90
sky130_fd_sc_hd__nor4_4 | 1 | 1.0
sky130_fd_sc_hd__nor4b_1 | 2 | 0.84
sky130_fd_sc_hd__o211ai_1 | 1 | 0.36
sky130_fd_sc_hd__o21ai_0 | 9 | 2.2
sky130_fd_sc_hd__or2_2 | 2 | 0.60
sky130_fd_sc_hd__or2_4 | 2 | 0.84
sky130_fd_sc_hd__xnor2_1 | 12 | 5.1
sky130_fd_sc_hd__xor2_1 | 16 | 6.7
[power by group through the flow]
stage / clock network, mW / logic, mW / registers [mW]
5_1_grt: 0.224 / 0.0281 / 0.290
4_1_cts: 0.211 / 0.0249 / 0.290
6_report: 0.201 / 0.0239 / 0.291
[worst max-delay path by stage]
stage,end,slack [ns],cells after the start
CTS,clk_div_inst.count[5],2.34,6
global route,clk_div_inst.count[5],2.22,6
finish,clk_div_inst.count[5],2.36,6
[sequential cells by signal (all words and copies together) (netlist names)]
register and flops:
clk_div_inst.count 32, counter_inst.count 4, clk_div_inst.clk_div 1
[cell families after synthesis]
group                    after synthesis  synth area share (%)
flip-flops                            37                  44.5
AND/OR/NAND/NOR                       99                  26.4
XOR/XNOR                              28                  11.8
AND-OR/OR-AND                         30                  8.12
buffers and inverters                 13                  2.47
adder cells (fa/ha/maj)                9                  5.78
multiplexers                           2                 0.963
[worst reg2reg max path, cell delays in order, from the launching register on]
cell and delay (ns):
sky130_fd_sc_hd__dfrtp_1 0.38, sky130_fd_sc_hd__ha_1 0.21, sky130_fd_sc_hd__nand3_2 0.15, sky130_fd_sc_hd__or2_4 0.30
sky130_fd_sc_hd__nor3_2 0.72, sky130_fd_sc_hd__o21ai_0 0.16, sky130_fd_sc_hd__a21o_1 0.21
[per-layer routing]
metal | part of all wire [%] | track usage (%)
met2 | 45 | 25.5
met1 | 50 | 26.2
met3 | 3.4 | 3.16
met5 | 0 | 0
met4 | 1.5 | 2.56
Power figures rest on the tool's default switching activity, not on a simulated workload.
